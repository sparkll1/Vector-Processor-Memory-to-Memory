<file path="design/flow/design.v">
`timescale 1ns / 1ps
module mux16b4(
    input [1:0] s,
    input [15:0] a,
    input [15:0] b,
    input [15:0] c,
    input [15:0] d,
    output reg [15:0] r
    );
			always @ (a or b or c or d or s)
			begin
				case(s)
					2'd00: 
						r = a;
					2'd01: 
						r = b;
					2'd02: 
						r = c;	
					2'd03:
						r = d;
				endcase
			end
endmodule
</file>
<file path="design/flow/run.sh">
#!/bin/bash
# OpenROAD 26Q1-2900-gdf79404cd8, Yosys 0.63+post, stock flow scripts
make -C /OpenROAD-flow-scripts/flow DESIGN_CONFIG=/design/flow/config.mk WORK_HOME=/design/flow/orfs finish
</file>
<file path="design/flow/config.mk">
export PLATFORM = sky130hd
export DESIGN_NAME = mux16b4
export DESIGN_NICKNAME = mux16b4
export VERILOG_FILES = /design/flow/design.v
export SDC_FILE = /design/flow/constraint.sdc
export NUM_CORES = 4
export LEC_CHECK = 1
export CORE_AREA = 10 10 70 70
export DIE_AREA = 0 0 80 80
</file>
<file path="design/flow/constraint.sdc">
current_design mux16b4

set clk_period 1.5
set clk_io_pct 0.2

create_clock -name clk0 -period $clk_period

set non_clock_inputs [all_inputs -no_clocks]
set_input_delay [expr $clk_period * $clk_io_pct] -clock clk0 $non_clock_inputs
set_output_delay [expr $clk_period * $clk_io_pct] -clock clk0 [all_outputs]
</file>
==> Changelog: implementation <==
### Physical design

- Avg Inst Size Synth: roughly 21 µm²
- Most frequent cells in the layout: 64 x dlygate4sd2_1, 16 x mux4_2, 16 x buf_2
- RSZ-0062 raised after global routing: true
- Most frequent logic cell in the layout: dlygate4sd2_1
- YS chip area: between 400 and 500 µm²
- Worst slew pin tran: ~0.17 ns
- First-pass GRT wire length: roughly 4300 µm
- Initial Utilization: 0.124
- Die width: about 80 µm
- Total gr overflow: 0
- Place WS: -0.800 ns
- Register area share after synthesis: 0
- Vias in the first global route: 758
- Hold-fix buffer count after cts: 0
- Core Area: approximately 3400 µm²
- Hold slack: approximately 1.1 ns
- Total negative slack: 0 ns
- Post-CTS setup buffer count: 0
- Crit path arrival time: around 1.2 ns
- Power Dens Cells: approximately 230 nW/µm²
- Yosys top cell by area: mux4_2
- Drt drc: 0
- Final-report max-slew violation count: 0
- Final setup viols: 0
- Seq Cell Count: 0
- # rows: 21
- Cell Area, Synth: 424 µm²
- Fin crit share: 0.977
- Hold Fails Final Rpt: 0
- Clkbuf count: 0
- Slew headroom: 0.890
- Synth cell types: 5
- Biggest area cells: mux4_2 53%, mux4_1 37%, buf_12 4.7%, buf_6 2.7%, buf_2 2.4%
- Fmax: 682 MHz
- Initial antenna violation count: 1
- Non-Filler Instances: approximately 150
- Post-DP HPWL: 2310 µm
- Max cap viols: 0
- DRT Wirelength: approximately 2700 µm
- Tool warnings: 33
- Cell count after synthesis: 20
- Largest net degree at the start of global routing: 9
- Crit-path max FO: 8
- CP endpoint kind: output pin
- Period minus WS final: between 1 and 1.5 ns
- Register area: 0 µm²
- Drt wl/cell: around 18 µm
- CP Data Required Time: around 1.2 ns
- Post-DRT Antenna Nets: 0
- Crit path capture: r[10]
- Inst Count DP: between 100 and 150
- Via count: ~600
- Critical path origin: s[0]
- Number of top-level pins: 82
- Final Util: 0.346
- CP startpoint kind: input pin
- Hold_sp: c[3]
- Final WS setup: between 0.03 and 0.04 ns
- Kind of critical path: input pin to output pin
- Worst hold-check path type: input pin to output pin
- Drt via density: between 4 and 5
- Placer Congestion: between 0.8 and 0.9
- Detailed Routing Iterations Pass 1: 2
- Overall Global Routing Usage: 0.0844
- Cells in synth_stat.txt: 20
- Leak: 0.000558 µW
- PortBufs: roughly 82
- Max VDD drop: about 0.000097 V
- 1st-iter DRT viols: 8
- DIE AREA: about 6400 µm²
- Area leader share: 0.531
- Status: finished, final reports clean
- Area growth syn-to-layout: 179%
- Share of cells above drive strength 1: 0.373
- Synth Warn #: 1
- Die height: about 80 µm
-- stage by stage --
stage	cell area, µm²	total power (µW)
after floorplan	424	90.0
after global placement	1300	357
after detailed placement	1300	359
after CTS	1180	283
after global routing	1180	306
final	1180	278
-- worst min path at each step --
| stage | end | cells after the start |
|---|---|---|
| 4_1_cts | r[3] | 3 |
| 5_1_grt | r[3] | 3 |
| 6_report | r[3] | 3 |
-- power by group --
part           switching (µW)  internal (µW)
clock network               0      0.0000892
logic                    69.4            208
registers                   0              0
-- worst max-delay path, stage by stage --
cell,delay (ns)
buf_8,0.09
buf_12,0.14
mux4_2,0.50
buf_2,0.13
-- kinds of logic (layout without fill, tap and decap cells) --
logic type,count (synthesis),after routing,synth area share
mux,16,16,0.903
buf+inv,4,86,0.0973
other cells,0,1,0
-- area by class of cell --
cell class,instances,area [µm²]
fill,376,2230
multi-input combinational,16,360
tap,46,57.6
antenna,1,2.50
timing repair buffer,86,762
-- cells in the mapped netlist --
master  count
buf_12      1
mux4_1      6
buf_2       2
mux4_2     10
buf_6       1
-- metal layers --
metal / up-vias / track usage / routed length [µm]
met5: - / 0 / 0
met2: 65 / 0.123 / 1080
met3: 0 / 0.0534 / 476
li1: 271 / - / -
met1: 266 / 0.110 / 1170
met4: 0 / 0 / 0
-- what timing repair did --
item,4_1_cts,5_1_grt
endpoints found under the setup margin,16,9
gates cloned,2,0
resized,130,1
Power figures rest on the tool's default switching activity, not on a simulated workload.
