### flow/design.v
`timescale 1ns / 1ps
module PCAdder(
    input [15:0] A,
    input [15:0] B,
    output reg [15:0] C
    );
	 always @ (A, B)
	 begin
			C = A + B;
	 end
endmodule
### flow/config.mk
export PLATFORM = sky130hd
export DESIGN_NAME = PCAdder
export DESIGN_NICKNAME = PCAdder
export VERILOG_FILES = /design/flow/design.v
export SDC_FILE = /design/flow/constraint.sdc
export NUM_CORES = 4
export LEC_CHECK = 1
export CORE_AREA = 10 10 70 70
export DIE_AREA = 0 0 80 80
### flow/run.sh
#!/bin/bash
# OpenROAD 26Q1-2900-gdf79404cd8, Yosys 0.63+post, stock flow scripts
make -C /OpenROAD-flow-scripts/flow DESIGN_CONFIG=/design/flow/config.mk WORK_HOME=/design/flow/orfs finish
### flow/constraint.sdc
current_design PCAdder

set clk_period 13.2
set clk_io_pct 0.2

create_clock -name clk0 -period $clk_period

set non_clock_inputs [all_inputs -no_clocks]
set_input_delay [expr $clk_period * $clk_io_pct] -clock clk0 $non_clock_inputs
set_output_delay [expr $clk_period * $clk_io_pct] -clock clk0 [all_outputs]
==> PnR_summary.wiki <==
=== Synthesis and place and route ===
{| class="wikitable"
! Metric !! Value
|-
| Worst setup path category || primary input to output pin
|-
| Vias in the first global route || 913
|-
| Top-area cell type share of the netlist area || 25.9%
|-
| Static leakage power || 0.501 nW
|-
| Placed Cells || 192
|-
| Area of the mapped netlist || 724 um2
|-
| Final Setup Violations || 0
|-
| Die X || 80 um
|-
| Std-Cell Rows || 21
|-
| First-pass GRT wire length || 4060 um
|-
| Unique cell types || 27
|-
| Crit path arrival time || 5.28 ns
|-
| Number of warnings the tools reported || 32
|-
| Cell family contributing the most delay on the critical path || AND-OR/OR-AND gates
|-
| Synth area leaders || sky130_fd_sc_hd__ha_1 (26%), sky130_fd_sc_hd__xnor2_1 (12%), sky130_fd_sc_hd__a21oi_1 (12%), sky130_fd_sc_hd__xor2_1 (6.0%), sky130_fd_sc_hd__o21ai_0 (5.5%)
|-
| Top logic cell by instance count in the layout || sky130_fd_sc_hd__clkdlybuf4s50_1
|-
| Buffers on Ports || 48
|-
| Net Sw Frac || 36.5%
|-
| Vias per cell || 4.66
|-
| Detailed-route wire length || 2400 um
|-
| Most frequent cells in the layout || sky130_fd_sc_hd__clkdlybuf4s50_1 (48), sky130_fd_sc_hd__a21oi_1 (17), sky130_fd_sc_hd__ha_1 (15), sky130_fd_sc_hd__xnor2_1 (10), sky130_fd_sc_hd__nand2_1 (9)
|-
| Max Clock Freq || 126 MHz
|-
| Number of clock buffers in the layout || 0
|-
| Number of antenna violations at the first check in global routing || 0
|-
| Pin count of the biggest net entering global routing || 7
|-
| DRC violations left || 0
|-
| Number of cells upsized or downsized after cts || 0
|-
| Count of mapped cells out of synthesis || 98
|-
| Fraction of final layout cells with drive strength greater than 1 || 2.74%
|-
| Layout overhead on the synthesized area || 74.3%
|-
| Gr usage total || 7.38%
|-
| Portion of total power attributed to combinational logic || 100.0%
|-
| Top-level port count || 48
|-
| Ratio of final minimum period to clock period || 60.0%
|-
| Unrepaired setup endpoints after global routing || false
|-
| Status || finished clean
|-
| Worst Path Required || 10.56 ns
|-
| Wire length per cell after detailed routing || 12.5 um
|-
| Flop count || 0
|-
| Setup WS pre-CTS || 5.27 ns
|-
| Floorplan Utilization || 21.2%
|-
| DIE HEIGHT || 80 um
|-
| Minimum clock period || 7.92 ns
|-
| Placed wire-length estimate after detailed placement || 2200 um
|-
| Final tally of max-slew violations || 0
|-
| Number of filler instances in the final layout || 352
|-
| CP endpoint kind || output pin
|-
| Pin slew with the least headroom to its limit || 0.463 ns
|-
| # Cells Yosys || 98
|-
| Finished Core Util || 37.0%
|-
| TNS Setup || 0 ns
|-
| Net load switching power || 0.0000232 W
|-
| Detailed-route via count || 894
|-
| Hold Vio Cnt, Final || 0
|-
| Area reported by Yosys stat || 724 um2
|-
| Power density over the cells || 50.4 nW/um2
|-
| Number of warnings printed during yosys synthesis || 1
|-
| Pint || 0.0000404 W
|-
| Buffers and inverters on the worst path || 2
|-
| Category of the worst setup path launch point || primary input
|-
| Total inserted antenna cells || 0
|-
| Max Fanout on Critical Path || 3
|-
| Maximum ir drop on the vdd rail || 0.0143 mV
|-
| Remaining global-route overflow || 0
|-
| Total of max-cap violations || 0
|-
| Average size of a mapped cell || 7.39 um2
|-
| Power share of the clock group || 0%
|-
| Cell accounting for the most synthesized area || sky130_fd_sc_hd__ha_1
|-
| Count of antenna-violating nets left after detailed routing || 0
|-
| Worst-path cell with the longest stage delay || sky130_fd_sc_hd__clkdlybuf4s50_1
|-
| Combined flip-flop and latch cell area || 0 um2
|-
| Detailed Routing Iterations Pass 1 || 4
|-
| Cell repeated most along the worst path || sky130_fd_sc_hd__clkdlybuf4s50_1
|-
| Worst-case headroom to the max-slew limit || 68.8%
|-
| Worst min path class || primary input to output pin
|-
| Final WS setup || 5.28 ns
|-
| Starting DRC count in detailed routing || 39
|-
| Placeable Area || 3420 um2
|-
| Register share of total power || 0%
|-
| Ordered list of cells on the worst path || clkdlybuf4s50_1 > ha_1 > fa_1 > a21o_2 > a311oi_2 > o21ai_0 > a311oi_1 > nor3_1 > clkdlybuf4s50_1
|-
| Total Die Area || 6400 um2
|-
| Hold buffer count at cts || 0
|-
| Post-synthesis sequential area ratio || 0%
|-
| CP peak stage delay || 0.44 ns
|-
| Final Non-Filler Cells || 192
|-
| Count of buffers added by post-CTS timing repair for setup || 0
|-
| Routability congestion estimate || 0.850
|}
-- power by group through the flow --
stage         Combinational (W)  Sequential (W)  Clock (W)
global route          0.0000711               0          0
CTS                   0.0000650               0          0
finish                0.0000636               0          0
-- synth_stat cells --
cell type / instances
sky130_fd_sc_hd__fa_1: 1
sky130_fd_sc_hd__inv_1: 3
sky130_fd_sc_hd__nor3_1: 3
sky130_fd_sc_hd__a311oi_2: 1
sky130_fd_sc_hd__a21o_1: 2
sky130_fd_sc_hd__nand2_1: 9
sky130_fd_sc_hd__o41ai_2: 1
sky130_fd_sc_hd__nand3_1: 4
sky130_fd_sc_hd__nor2_1: 2
sky130_fd_sc_hd__mux2i_1: 1
sky130_fd_sc_hd__o211ai_1: 3
sky130_fd_sc_hd__a211o_1: 1
sky130_fd_sc_hd__and3_1: 1
sky130_fd_sc_hd__a21o_2: 1
sky130_fd_sc_hd__o22ai_1: 1
sky130_fd_sc_hd__a21oi_1: 17
sky130_fd_sc_hd__a311oi_1: 1
sky130_fd_sc_hd__a211oi_1: 1
sky130_fd_sc_hd__xnor2_1: 10
sky130_fd_sc_hd__o21bai_1: 2
sky130_fd_sc_hd__a31oi_1: 1
sky130_fd_sc_hd__nor2b_1: 2
sky130_fd_sc_hd__xor2_1: 5
sky130_fd_sc_hd__o21ai_0: 8
sky130_fd_sc_hd__nor3b_1: 1
sky130_fd_sc_hd__ha_1: 15
sky130_fd_sc_hd__or2_2: 1
-- area by class of cell --
cell class | instances | area (um2) | area share [%]
inverter | 3 | 11.3 | 0.892
tap | 46 | 57.6 | 4.56
multi-input combinational | 95 | 713 | 56.5
timing repair buffer | 48 | 480 | 38.1
-- metrics by stage --
stage	power [W]	cell area (um2)	hold slack, ns
2_1_floorplan	0.0000284	724	5.35
3_3_place_gp	0.0000644	1260	6.32
3_5_place_dp	0.0000646	1260	6.31
4_1_cts	0.0000650	1260	6.32
5_1_grt	0.0000711	1260	6.37
6_report	0.0000636	1260	6.31
-- per-layer routing --
metal,vias up,GRT usage [%],wire (um)
met5,-,0,0
met3,0,1.93,223
met2,32,12.3,1090
met4,0,0,0
li1,468,-,-
met1,394,9.87,1090
-- logic make-up (layout without fill, tap and decap cells) --
family | Yosys count | after routing | synth area share [%]
mux | 1 | 1 | 1.38
compound gates | 40 | 40 | 35.2
fa+ha+maj | 16 | 16 | 28.7
buf+inv | 3 | 51 | 1.55
simple gates | 23 | 23 | 15.0
xor+xnor | 15 | 15 | 18.1
-- final timing paths --
path | start | end | cells past startpoint
worst max-delay path | A[0] | C[10] | 9
worst min-delay path | B[0] | C[0] | 3
-- worst min-delay path: stages --
cell and delay, ns:
sky130_fd_sc_hd__clkdlybuf4s50_1 0.46, sky130_fd_sc_hd__ha_1 0.11, sky130_fd_sc_hd__clkdlybuf4s50_1 0.46
No activity file was given, so power comes from the tool's default toggle rates.
