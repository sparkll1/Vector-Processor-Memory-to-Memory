==> ./design.v <==
`timescale 1ns / 1ps
module pcadder(
    input [15:0] A,
    input [15:0] B,
    output reg [15:0] C
    );
	 always @ (A, B)
	 begin
			C = A + B;
	 end
endmodule
==> ./run.sh <==
#!/bin/bash
# OpenROAD 26Q1-2900-gdf79404cd8, Yosys 0.63+post, stock flow scripts
make -C /OpenROAD-flow-scripts/flow DESIGN_CONFIG=/design/flow/config.mk WORK_HOME=/design/flow/orfs finish
==> ./config.mk <==
export PLATFORM = sky130hd
export DESIGN_NAME = pcadder
export DESIGN_NICKNAME = pcadder
export VERILOG_FILES = /design/flow/design.v
export SDC_FILE = /design/flow/constraint.sdc
export NUM_CORES = 4
export LEC_CHECK = 1
export CORE_AREA = 10 10 70 70
export DIE_AREA = 0 0 80 80
==> ./constraint.sdc <==
current_design pcadder

set clk_period 7.9
set clk_io_pct 0.2

create_clock -name clk0 -period $clk_period

set non_clock_inputs [all_inputs -no_clocks]
set_input_delay [expr $clk_period * $clk_io_pct] -clock clk0 $non_clock_inputs
set_output_delay [expr $clk_period * $clk_io_pct] -clock clk0 [all_outputs]
==> deck_impl_summary.md <==
Physical Implementation Snapshot

Status
  • Outcome: finished clean

Setup path
  • Worst stage delay on the critical path: approximately 0.45 ns
  • Slowest stage cell, crit path: clkdlybuf4s50_1
  • CP delay by family, top: AND-OR/OR-AND gates
  • Worst Path Required: 6.32 ns
  • Worst EP arrival: 4.23 ns
  • Crit-path most repeated cell: clkdlybuf4s50_1
  • Startpoint Class: input pin
  • WS Path Type: in2out
  • CP Max Fanout: 3
  • Crit path cell chain: clkdlybuf4s50_1 > ha_1 > fa_1 > a21o_2 > a311oi_2 > o21ai_0 > a311oi_1 > nor3_1 > clkdlybuf4s50_1
  • Worst Setup End Kind: output pin
  • Buffer-and-inverter tally for the worst setup path: 2

STA
  • Slew Limit Fails: 0
  • Hold Vio Cnt, Final: 0
  • Min cycle time layout: roughly 5.8 ns
  • Max_slew headroom: between 70% and 80%
  • RSZ-0062 raised after global routing: false
  • Setup TNS Final: 0 ns
  • Worst-Margin Slew: 0.422 ns
  • # setup viols final: 0
  • Max frequency: 172 MHz
  • Hold slack: around 4.2 ns
  • Final period util: 73.5%

Detailed routing
  • Vias/cell: about 4.6
  • Total Wirelength: approximately 2400 µm
  • Ant diodes: 0
  • WL met1: between 1000 and 1500 µm
  • Antenna Nets Post-Route: 0
  • DR pass1 iterations: 4
  • Detailed Route Iter0 Violations: 35
  • Drt drc: 0
  • DR WL met3: ~210 µm
  • Met2 routed WL: 1070 µm
  • Routed length per instance: 12.6 µm
  • Via count: ~880
  • Uppermost layer routed: met3

Yosys
  • Yosys cell count: 98
  • Mapped Area: between 700 and 800 µm²
  • Post-synth seq share: 0%
  • Synth warn: 1
  • Synth Instances: 98
  • Distinct cells, synth: 27
  • Yosys chip area: 724 µm²
  • Synth Area per Inst: 7.39 µm²

Floorplanning
  • DIE HEIGHT: 80 µm
  • Boundary Pins: 48
  • Init Core Util: 21.2%
  • Row cnt: 21
  • Core region area: roughly 3400 µm²
  • Die Footprint: 6400 µm²
  • Die X: 80 µm

Final layout
  • Clock buffers: 0
  • Layout cells sized above 1: 2.74%
  • Fill count: 358
  • Sequential cell area: 0 µm²
  • Multi-input gate area: 713 µm²
  • Final Non-Filler Cells: 192
  • Seq cells: 0
  • Layout area overhead: 74.3%

Pwr
  • Worst vdd ir: 20.9 µV
  • Power per cell area: between 80 and 90 nW/µm²
  • Pleak: 0.501 nW
  • Total power: 0.106 mW

Global route
  • Initial antenna violation count: 0
  • GRT Resource Usage Total: roughly 7.4%
  • Total gr overflow: 0
  • First-pass GRT wire length: just over 4000 µm
  • Number of global-route vias before repair: 903
  • Largest net degree at the start of global routing: 7

Run
  • MaxCap Viol Count: 0
  • Tool warnings: 32

CTS
  • # Post-CTS Setup Buffers: 0
  • CTS Hold Bufs: 0
  • Post-CTS sizing: 0

Worst hold path
  • WHS Endpoint: C[0]
  • Worst Hold Depth: 3
  • Worst hold start: B[0]
  • Hold crit path type: in2out

Placement
  • GPL Wtd Cong: about 0.85
  • Inst Count DP: 192
  • Buffers added on ports: 48
  • DP Wirelength: roughly 2200 µm
==> cells in the mapped netlist <==
library cell | n | area [µm²]
xnor2_1 | 10 | 87.6
ha_1 | 15 | 188
o41ai_2 | 1 | 16.3
a211o_1 | 1 | 8.76
a21o_2 | 1 | 8.76
xor2_1 | 5 | 43.8
a31oi_1 | 1 | 6.26
o21ai_0 | 8 | 40.0
nor2b_1 | 2 | 12.5
nor2_1 | 2 | 7.51
or2_2 | 1 | 6.26
inv_1 | 3 | 11.3
a21oi_1 | 17 | 85.1
nor3b_1 | 1 | 7.51
a211oi_1 | 1 | 7.51
fa_1 | 1 | 20.0
nand3_1 | 4 | 20.0
nand2_1 | 9 | 33.8
o211ai_1 | 3 | 22.5
nor3_1 | 3 | 15.0
and3_1 | 1 | 6.26
a311oi_1 | 1 | 8.76
a311oi_2 | 1 | 15.0
mux2i_1 | 1 | 10.0
o22ai_1 | 1 | 6.26
a21o_1 | 2 | 15.0
o21bai_1 | 2 | 15.0
==> through the flow <==
step / setup WS (ns) / utilization [%] / area (µm²)
after floorplan: 3.13 / - / 724
after global placement: 2.07 / 37.0 / 1260
after detailed placement: 2.09 / 37.0 / 1260
after CTS: 2.08 / 37.0 / 1260
after global routing: 1.92 / 37.0 / 1260
final: 2.09 / 37.0 / 1260
==> tightest hold or removal path, cell delays in order <==
cell	delay [ns]
clkdlybuf4s50_1	0.46
ha_1	0.11
clkdlybuf4s50_1	0.46
==> worst max-delay path by stage <==
stage | from | end | slack (ns) | cells past startpoint
4_1_cts | A[0] | C[12] | 2.08 | 9
5_1_grt | A[0] | C[12] | 1.92 | 9
6_report | A[0] | C[10] | 2.09 | 9
==> placed cells by master (no fill, tap or decap), types with 3 or more instances in the layout <==
cell / count
ha_1: 15
o211ai_1: 3
xor2_1: 5
inv_1: 3
clkdlybuf4s50_1: 48
o21ai_0: 8
a21oi_1: 17
nor3_1: 3
xnor2_1: 10
nand2_1: 9
nand3_1: 4
==> area by class of cell <==
cell class / count / area share (%)
multi-input cells: 95 / 56.5
repair buffers: 48 / 38.1
well taps: 46 / 4.56
inverters: 3 / 0.892
==> power by group <==
| part | switching (mW) | internal [mW] | total [mW] |
|---|---|---|---|
| Sequential | 0 | 0 | 0 |
| Clock | 0 | 0 | 0 |
| Combinational | 0.0390 | 0.0675 | 0.106 |
| Total | 0.0390 | 0.0675 | 0.106 |
==> layer usage <==
layer,track usage [%],vias up
met3,1.82,0
li1,-,467
met4,0,0
met5,0,-
met2,12.2,29
met1,9.93,388
==> cell families (layout without fill, tap and decap cells) <==
logic type                 Yosys count  after routing  share of synthesized area [%]
and+or+nand+nor                     23             23                           15.0
xor gates and xnor gates            15             15                           18.1
muxes                                1              1                           1.38
adders and majority gates           16             16                           28.7
buffers and inverters                3             51                           1.55
AOI/OAI and AO/OA                   40             40                           35.2
No activity file was given, so power comes from the tool's default toggle rates.
